--- flow/design.v ---
`timescale 1ns / 1ps
module cdb(databus, data, write, databus2, data2, write2);
  output [63:0] databus, databus2;
  input [63:0] data, data2;
  input write, write2;
  reg [63:0] r_databus, r_databus2;
  assign databus = r_databus;
  assign databus2 = r_databus2;
  always @(posedge write)
  begin
    r_databus <= data;
  end
  always @(posedge write2)
  begin
    r_databus2 <= data2;
  end
endmodule
--- flow/run.sh ---
#!/bin/bash
# OpenROAD 26Q1-2900-gdf79404cd8, Yosys 0.63+post, stock flow scripts
make -C /OpenROAD-flow-scripts/flow DESIGN_CONFIG=/design/flow/config.mk WORK_HOME=/design/flow/orfs finish
--- flow/config.mk ---
export PLATFORM = sky130hd
export DESIGN_NAME = cdb
export DESIGN_NICKNAME = cdb
export VERILOG_FILES = /design/flow/design.v
export SDC_FILE = /design/flow/constraint.sdc
export NUM_CORES = 4
export LEC_CHECK = 1
export CORE_AREA = 10 10 171 171
export DIE_AREA = 0 0 181 181
--- flow/constraint.sdc ---
current_design cdb

set clk_period 1.0
set clk_io_pct 0.2

create_clock -name clk0 -period $clk_period [get_ports {write}]
create_clock -name clk1 -period $clk_period [get_ports {write2}]

set non_clock_inputs [all_inputs -no_clocks]
set_input_delay [expr $clk_period * $clk_io_pct] -clock clk0 $non_clock_inputs
set_output_delay [expr $clk_period * $clk_io_pct] -clock clk0 [all_outputs]
==> reports/results.tsv <==
stage	metric	value	unit
critical_path	CP delay by family, top	flip-flops	
final_layout	final-layout fill cell count	2702	
synth	cells in synth_stat.txt	128	
timing	number of setup violations in the final report	0	
timing	Fin Hold WS	0.289	ns
clocking	Worst-path clk slew	0.07	ns
global_routing	number of antenna violations at the first check in global routing	1	
critical_path	number of buffer and inverter stages on the critical path	1	
critical_path	Worst setup EP type	output pin	
hold_path	Worst Hold Class	in2reg	
timing	number of hold violations in the final report	0	
power_and_ir_drop	Peak supply drop	801	uV
timing	max-slew violations	0	
synth	cells after synthesis	128	
drt	Total Routed Length	10600	um
power_and_ir_drop	power density over cell area	2340	nW/um2
final_layout	share of the core filled with cells	21.9	%
final_layout	area of all sequential standard cells	2580	um2
synth	per-instance average area after synthesis	20.0	um2
global_routing	first-pass GRT wire length	15200	um
clocking	TritonCTS clock tree	yes	
place	post-detail-place hpwl	8140	um
final_layout	area of the multi-input gates	0	um2
timing	RSZ-0062 raised after global routing	true	
die	standard-cell rows	58	
global_routing	vias in the first global route	2359	
critical_path	slowest stage delay, CP	0.33	ns
die	area of the core	25300	um2
drt	count of vias placed by the detailed router	1990	
die	Ports	258	
critical_path	type of the worst setup path	reg2out	
place	standard cell area after detailed placement	5540	um2
synth	tally of unique sky130hd cells used after synthesis	1	
critical_path	Slowest-stage cell, CP	sky130_fd_sc_hd__dfxtp_2	
clocking	setup repair bufs after CTS	0	
drt	average wire per cell in the routed design	14.1	um
critical_path	Required @ worst endpoint	0.80	ns
critical_path	list of cells traversed by the critical path	buf_6	
synth	flops out of synthesis	128	
drt	remaining number of nets flagged by the antenna check after routing	0	
run	max-cap check violation count	0	
critical_path	critical-path maximum fanout	1	
die	area of the die	32800	um2
synth	count of synthesis-stage warnings from yosys	1	
global_routing	overall global routing resource usage	6.29	%
critical_path	sort of element at the start of the critical path	flip-flop	
timing	max-slew headroom at the worst pin	91.5	%
timing	measured slew at the worst slew-check pin	0.128	ns
drt	1st-iter DRT viols	30	
run	Log Warnings	28	
synth	Yosys Chip Area	2560	um2
die	core utilization before placement	10.1	%
die	Die X	181	um
die	die y size	181	um
final_layout	area growth from synthesis to layout	117	%
final_layout	fraction of final layout cells with drive strength greater than 1	41.6	%
global_routing	GRT overflow	0	
place	number of port buffers	256	
synth	cell area after synthesis	2560	um2
timing	Sum Neg Setup Slack	0	ns
drt	Antenna Cells	0	
drt	post-detailed-route DRC marker count	0	
drt	vias per std cell	2.67	
power_and_ir_drop	Static Leak	2.40	nW
status	outcome	completed	
place	Placer Congestion	0.772	
final_layout	post-route design area	5560	um2
place	total instance count after detailed placement	714	
clocking	count of hold buffers inserted by post-cts repair	0	
global_routing	maximum number of pins on one net before global-route repair	13	
critical_path	arrival time at the worst endpoint	0.77	ns
drt	total iterations of the first detailed-routing run	4	
final_layout	total number of multi-input combinational cells	0	
synth	sequential area share after synthesis	100	%
clocking	clk sink count	128	
final_layout	post-layout instance count excluding filler cells	746	
[cell families after synthesis]
group / Yosys count / share of synthesized area (%)
DFF: 128 / 100
[synth_stat cells]
cell | n | area (um2)
sky130_fd_sc_hd__dfxtp_1 | 128 | 2560
[metrics by stage]
step / power [mW] / setup slack [ns]
after global placement: 6.56 / -0.0625
after global routing: 13.7 / -0.00250
after detailed placement: 6.56 / -0.0668
final: 13.0 / 0.0279
after floorplan: 5.48 / 0.538
after CTS: 13.4 / -0.00151
[report_power, final]
| group | leakage, nW | internal [mW] | switching, mW | total [mW] |
|---|---|---|---|---|
| sequential | 1.08 | 5.38 | 0.0555 | 5.43 |
| combinational | 1.01 | 0.601 | 0.127 | 0.727 |
| clock | 0.309 | 4.26 | 2.58 | 6.85 |
| total | 2.40 | 10.2 | 2.76 | 13.0 |
[path summary, 6_finish.rpt]
| path | cells after the start | startpoint | endpoint | slack (ns) |
|---|---|---|---|---|
| worst max-delay path | 1 | r_databus[1] | databus[1] | 0.03 |
| worst min-delay path | 1 | data[63] | r_databus[63] | 0.29 |
| max in group clk1 | 1 | data2[47] | r_databus2[47] | 0.55 |
| min in group clk1 | 1 | data2[11] | r_databus2[11] | 0.31 |
[timing repair]
| action | in CTS | in global routing |
|---|---|---|
| endpoints found under the setup margin | 128 | 2 |
| gates resized | 414 | 1 |
| hold endpoints to repair | 0 | 0 |
[cell type report]
type / count / share of cell area (%)
Sequential cell: 128 / 46.4
Clock buffer: 21 / 8.67
Timing Repair Buffer: 256 / 34.8
Tap cell: 330 / 7.43
Clock inverter: 11 / 2.66
[sequential cells by signal, summed over array words and instances, names as in the netlist]
signal,flops
r_databus2,64
r_databus,64
[placed cells by master (no fill, tap or decap), drive strengths merged]
| cell | instances |
|---|---|
| clkdlybuf4s50 | 128 |
| buf | 128 |
| dfxtp | 128 |
| clkbuf | 21 |
| clkinv | 6 |
| bufinv | 3 |
| clkinvlp | 1 |
| inv | 1 |
[routing by layer]
metal / up-vias / track usage, % / part of all wire (%)
li1: 950 / - / -
met1: 816 / 6.93 / 38
met2: 201 / 8.24 / 37
met3: 21 / 6.28 / 22
met4: 2 / 1.69 / 3.1
met5: - / 0 / 0.11
Power is estimated from default activity; no workload was simulated.
